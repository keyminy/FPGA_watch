<file path="flow/design.v">
module hex2bcd(
    input rst,
    input clk,
    input start,
    input [6:0] din,
    output reg done,
    output reg [3:0] bcd_h,
    output reg [3:0] bcd_l,
);
reg st0;
reg st1;
reg [2:0] stcnt;
reg [3:0] bcdh;
reg [6:0] temp;
always @(negedge rst or posedge clk) begin
    if(rst ==0) begin
        done <= 0;
    end
    else begin
        if ((stcnt >= 4) & (stcnt < 7)) begin
            done <= 1;
        end else begin
            done <= 0;
        end
    end
end
always @(negedge rst or posedge clk) begin
    if(rst == 0) begin
        temp <= 0; bcdh <= 0;
        bcd_h <= 0; bcd_l <= 0;
    end
    else begin
        if(st0 & ~st1) begin
            temp <= din;
        end else if(stcnt == 0) begin
            if      (temp >= 90) begin bcdh <= 9; temp <= temp - 90; end
            else if (temp >= 80) begin bcdh <= 8; temp <= temp - 80; end
            else if (temp >= 70) begin bcdh <= 7; temp <= temp - 70; end
            else if (temp >= 60) begin bcdh <= 6; temp <= temp - 60; end
            else if (temp >= 50) begin bcdh <= 5; temp <= temp - 50; end
            else if (temp >= 40) begin bcdh <= 4; temp <= temp - 40; end
            else if (temp >= 30) begin bcdh <= 3; temp <= temp - 30; end
            else if (temp >= 20) begin bcdh <= 2; temp <= temp - 20; end
            else if (temp >= 10) begin bcdh <= 1; temp <= temp - 10; end
            else  begin                bcdh <= 0; end
        end
        else if(stcnt == 1) begin
            bcd_h <= bcdh; 
            bcd_l <= temp[3:0];
        end
    end
end
always @(negedge rst or posedge clk) begin
   if(rst == 0) begin
        st0 <= 0; st1 <= 0;
        stcnt <= 15;
   end 
   else begin
        st0 <= start; st1 <= st0;
        if(st0 & ~st1) begin
            stcnt <= 0;
        end 
        else if(stcnt < 7) begin
            stcnt <= stcnt + 1;
        end
   end
end
endmodule
</file>
<file path="flow/run.sh">
#!/bin/bash
# OpenROAD 26Q1-2900-gdf79404cd8, Yosys 0.63+post, stock flow scripts
make -C /OpenROAD-flow-scripts/flow DESIGN_CONFIG=/design/flow/config.mk WORK_HOME=/design/flow/orfs finish
</file>
<file path="flow/config.mk">
export PLATFORM = sky130hd
export DESIGN_NAME = hex2bcd
export DESIGN_NICKNAME = hex2bcd
export VERILOG_FILES = /design/flow/design.v
export SDC_FILE = /design/flow/constraint.sdc
export NUM_CORES = 4
export LEC_CHECK = 1
export CORE_UTILIZATION = 30
</file>
<file path="flow/constraint.sdc">
current_design hex2bcd

set clk_period 3.5
set clk_io_pct 0.2

create_clock -name clk0 -period $clk_period [get_ports {clk}]

set non_clock_inputs [all_inputs -no_clocks]
set_input_delay [expr $clk_period * $clk_io_pct] -clock clk0 $non_clock_inputs
set_output_delay [expr $clk_period * $clk_io_pct] -clock clk0 [all_outputs]
</file>
==> impl_metrics.yaml <==
# synthesis and place-and-route metrics
clock_network:
  clk_pin_slew_ns: 0.09
  cts_tree: "done"
  postCtsHoldBufs: 0
  root_buffer: "clkbuf_8"
  cts.sinks: 25
  cts_resized: 0
  clockBufferDepth: 2
  clock.latency.late_pin_ns: 0.27
  cts_made_buffers: 3
  cts_htree_levels: 1
  post_cts_buffers: 0
worst_setup_path:
  path_class: "reg2reg"
  crit_path_end_kind: "flip-flop"
  worstPathRequired_ns: 3.67
  cp_max_fo: 12
  r2r_cells: 8
  startpoint_type: "flip-flop"
  arrival_ns: 3.21
yosys:
  synthTopCellsByCount: "32 x nand2_1, 23 x ha_1, 22 x dfrtp_1"
  synth_cell_types: 70
  syn_inst: 269
  async_flop_share: 1.00
  largest_area_cell: "dfrtp_1"
  yosys-top-cells-area: "dfrtp_1 23%, ha_1 12%, nand2_1 5.1%, o21ai_0 3.8%, dfstp_2 3.3%"
  ys_seq_elements: 25
  synth-edff-count: 0
  yosys_area_um2: 2370
  yosysWarnings: 1
  syn_avg_cell_area_um2: 8.80
  most_common_cell: "nand2_1"
  yosysCellCount: 269
  top_area_frac: 0.233
  synth_area_um2: 2370
  synth_seq_share: 0.266
  ff_type: "dfrtp_1"
timing:
  timing.fmax_mhz: 330
  worst_slack_ns: 0.467
  final.min_clock_period_ns: 3.03
  slew_headroom: 0.366
  setup_viol: 0
  timing.final.hold_violations: 0
  final_max_slew_viol_count: 0
  rsz0062_at_grt: "no"
  setup_tns_ns: 0
  tightest_slew_ns: 0.937
  finalClockPeriodUsage: 0.866
  fin_skew_ns: 0.00459
placed_design:
  dp_slack_ns: 0.519
  hpwl_mm: 4.80
  gp_congestion: 1.04
  io_buffers: 18
finish:
  fillers: 800
  syn_to_final_growth_pct: 14.1
  drive_gt1_frac: 0.123
global_route:
  antenna_found_initial: 0
  grt_pass1_wl_mm: 10.8
  grt_max_degree: 26
  grt_usage: 0.164
  grt_pass1_vias: 2120
  overflow: 0
routing:
  drt_iter0_drc: 174
  viasPerCell: 5.51
  routed_wl_mm: 6.18
  vias: 2131
  post-route-drc-count: 0
  antenna-diode-count: 0
  wl_per_cell_um: 16.0
  dr.pass1.iters: 4
  ant_nets: 0
pwr:
  cellPowerDensity_nw_per_um2: 1020
  peakVddDrop_v: 0.000413
  leakagePower_nw: 1.09
floorplan:
  die_w_um: 90.8
  die_area_um2: 8250
  ios: 19
  initCoreUtil: 0.308
  design.core.area_um2: 7690
  die_h_um: 90.8
  rows: 32
status:
  outcome: "finished clean"
hold_path:
  hp-class: "reg2reg"
  holdPathStages: 0
run:
  openroad.warnings: 43
  maxCapViolCount: 0
-- metal layers --
layer,vias to the layer above,wire length [um],global-route usage
met1,983,2850,0.244
met5,-,0,0
met2,97,2650,0.237
met4,0,226,0.0622
met3,21,453,0.0360
li1,1030,-,-
-- registers in the layout (all words and copies together), names as in the netlist --
register	flops
bcd_h	4
bcd_l	4
bcdh	4
done	1
st0	1
st1	1
stcnt	3
temp	7
-- cells by family (layout without fill, tap and decap cells) --
logic type,count (synthesis),in the layout,synth area share
multiplexers,9,9,0.0418
AND-OR/OR-AND,81,81,0.268
flip-flops,25,25,0.266
XOR/XNOR,6,6,0.0222
adder cells (fa/ha/maj),23,23,0.122
AND/OR/NAND/NOR,103,103,0.239
buffers and inverters,22,38,0.0418
-- cell type report --
cell class | count | area [um2] | share of cell area
Timing Repair Buffer | 23 | 218 | 0.0806
Clock inverter | 1 | 5.00 | 0.00185
Tap cell | 102 | 128 | 0.0473
Multi-Input combinational cell | 222 | 1640 | 0.607
Inverter | 11 | 41.3 | 0.0153
Clock buffer | 3 | 41.3 | 0.0153
Sequential cell | 25 | 629 | 0.233
-- placed cells by master (no fill, tap or decap), types with 2 or more instances in the layout --
| cell type | n |
|---|---|
| dfrtp_1 | 22 |
| a211o_1 | 2 |
| o211ai_1 | 2 |
| clkbuf_8 | 3 |
| dfstp_2 | 3 |
| or3_1 | 6 |
| mux2_2 | 7 |
| o31ai_1 | 4 |
| a21oi_1 | 9 |
| clkdlybuf4s50_1 | 18 |
| and2_1 | 4 |
| o311ai_1 | 2 |
| o221ai_1 | 2 |
| xor2_1 | 2 |
| o311ai_0 | 3 |
| inv_1 | 10 |
| and3b_1 | 2 |
| buf_4 | 5 |
| or2_2 | 2 |
| nor4_1 | 2 |
| nor2b_1 | 8 |
| nor2_1 | 17 |
| o21ai_0 | 18 |
| a21boi_0 | 2 |
| a211oi_1 | 5 |
| a31oi_1 | 6 |
| nand3_1 | 6 |
| nand2b_1 | 6 |
| xnor2_1 | 4 |
| ha_1 | 23 |
| o22ai_1 | 5 |
| a2111oi_0 | 2 |
| mux2i_1 | 2 |
| nand2_1 | 32 |
| nor3_1 | 4 |
-- where the power goes --
| group | switching, mW | internal [mW] |
|---|---|---|
| clock network | 0.0926 | 0.0797 |
| logic | 1.12 | 0.832 |
| registers | 0.205 | 0.425 |
-- path summary, 6_finish.rpt --
| check | start | slack, ns | to |
|---|---|---|---|
| max reg2reg | temp[3] | 0.47 | temp[4] |
| max in group asynchronous | rst | 2.43 | stcnt[1] |
| min in group asynchronous | rst | 0.78 | done |
| max | temp[3] | 0.47 | temp[4] |
| min | st0 | 0.40 | st1 |
| min reg2reg | st0 | 0.40 | st1 |
-- per-stage QoR --
| stage | power (mW) | util | hold WS [ns] | cell area, um2 | std cells |
|---|---|---|---|---|---|
| 6_report | 2.75 | 0.351 | 0.402 | 2700 | 387 |
| 5_1_grt | 3.01 | 0.351 | 0.419 | 2700 | 387 |
| 4_1_cts | 2.73 | 0.351 | 0.404 | 2700 | 387 |
| 3_5_place_dp | 2.55 | 0.345 | 0.377 | 2650 | 383 |
| 3_3_place_gp | 2.60 | 0.345 | 0.379 | 2650 | 383 |
| 2_1_floorplan | 2.01 | - | 0.368 | 2370 | 269 |
-- worst max-delay path, stage by stage, from the launching register on --
cell and delay (ns):
dfrtp_1 0.65, inv_1 0.29, ha_1 0.33, and3b_1 0.23, o31ai_4 0.32, nand2_1 0.25
a2111oi_2 0.41, o311ai_1 0.16, a221oi_1 0.29
Power is estimated from default activity; no workload was simulated.
