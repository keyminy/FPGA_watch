===== /design/flow/design.v =====
module hex2bcd_4(
    input rst,clk,
    input start,
    input [13:0] din,
    output reg done,
    output reg [3:0] bcd_a,bcd_b,bcd_c,bcd_d  
    );
reg st0,st1;
reg [3:0] stcnt;
reg [3:0] bcda,bcdb,bcdc;
reg [13:0] temp;
always@(negedge rst, posedge clk)
begin
    if (rst == 0)
        done <= 0;  
    else 
        if ((stcnt >= 7) & (stcnt < 15))    
            done <= 1;
        else 
            done <= 0;
end
always@(negedge rst, posedge clk)
begin
    if (rst == 0)
        begin
            temp <= 0;  bcda <= 0;  bcdb <= 0;  bcdc <= 0;   
            bcd_a <= 0; bcd_b <= 0; bcd_c <= 0; bcd_d <= 0;    
        end
    else 
        begin
            if (st0 & ~st1)          
                temp <= din;
            else if (stcnt == 0)     
                if      (temp >= 9000)  begin   bcda <= 9;  temp <= temp - 9000;  end
                else if (temp >= 8000)  begin   bcda <= 8;  temp <= temp - 8000;  end  
                else if (temp >= 7000)  begin   bcda <= 7;  temp <= temp - 7000;  end  
                else if (temp >= 6000)  begin   bcda <= 6;  temp <= temp - 6000;  end  
                else if (temp >= 5000)  begin   bcda <= 5;  temp <= temp - 5000;  end  
                else if (temp >= 4000)  begin   bcda <= 4;  temp <= temp - 4000;  end  
                else if (temp >= 3000)  begin   bcda <= 3;  temp <= temp - 3000;  end  
                else if (temp >= 2000)  begin   bcda <= 2;  temp <= temp - 1000;  end  
                else if (temp >= 1000)  begin   bcda <= 1;  temp <= temp - 1000;  end  
                else                            bcda <= 0;           
            else if (stcnt == 1)     
                if      (temp >= 900)   begin   bcdb <= 9;  temp <= temp - 900;  end
                else if (temp >= 800)   begin   bcdb <= 8;  temp <= temp - 800;  end  
                else if (temp >= 700)   begin   bcdb <= 7;  temp <= temp - 700;  end  
                else if (temp >= 600)   begin   bcdb <= 6;  temp <= temp - 600;  end  
                else if (temp >= 500)   begin   bcdb <= 5;  temp <= temp - 500;  end  
                else if (temp >= 400)   begin   bcdb <= 4;  temp <= temp - 400;  end  
                else if (temp >= 300)   begin   bcdb <= 3;  temp <= temp - 300;  end  
                else if (temp >= 200)   begin   bcdb <= 2;  temp <= temp - 100;  end  
                else if (temp >= 100)   begin   bcdb <= 1;  temp <= temp - 100;  end  
                else                            bcdb <= 0;           
            else if (stcnt == 2)     
                if      (temp >= 90) begin   bcdc <= 9;  temp <= temp - 90;  end
                else if (temp >= 80) begin   bcdc <= 8;  temp <= temp - 80;  end  
                else if (temp >= 70) begin   bcdc <= 7;  temp <= temp - 70;  end  
                else if (temp >= 60) begin   bcdc <= 6;  temp <= temp - 60;  end  
                else if (temp >= 50) begin   bcdc <= 5;  temp <= temp - 50;  end  
                else if (temp >= 40) begin   bcdc <= 4;  temp <= temp - 40;  end  
                else if (temp >= 30) begin   bcdc <= 3;  temp <= temp - 30;  end  
                else if (temp >= 20) begin   bcdc <= 2;  temp <= temp - 10;  end  
                else if (temp >= 10) begin   bcdc <= 1;  temp <= temp - 10;  end  
                else                         bcdc <= 0;           
            else if (stcnt == 3)     
                begin 
                    bcd_a <= bcda;  bcd_b <= bcdb;  bcd_c <= bcdc;  bcd_d <= temp[3:0]; 
                end
        end
end
always@(negedge rst, posedge clk)
begin
    if (rst == 0)
        begin
            st0 <= 0;  st1 <= 0;  
            stcnt <= 15;       
        end
    else 
        begin
            st0 <= start;   st1 <= st0;
            if (st0 & ~st1)          
                stcnt <= 0;
            else if (stcnt < 15)    
                stcnt <= stcnt + 1;
        end
end
endmodule

===== /design/flow/constraint.sdc =====
current_design hex2bcd_4

set clk_period 5.8
set clk_io_pct 0.2

create_clock -name clk0 -period $clk_period [get_ports {clk}]

set non_clock_inputs [all_inputs -no_clocks]
set_input_delay [expr $clk_period * $clk_io_pct] -clock clk0 $non_clock_inputs
set_output_delay [expr $clk_period * $clk_io_pct] -clock clk0 [all_outputs]

===== /design/flow/config.mk =====
export PLATFORM = sky130hd
export DESIGN_NAME = hex2bcd_4
export DESIGN_NICKNAME = hex2bcd_4
export VERILOG_FILES = /design/flow/design.v
export SDC_FILE = /design/flow/constraint.sdc
export NUM_CORES = 4
export LEC_CHECK = 1
export CORE_UTILIZATION = 40

===== /design/flow/run.sh =====
#!/bin/bash
# OpenROAD 26Q1-2900-gdf79404cd8, Yosys 0.63+post, stock flow scripts
make -C /OpenROAD-flow-scripts/flow DESIGN_CONFIG=/design/flow/config.mk WORK_HOME=/design/flow/orfs finish

==> impl_metrics.ini <==
; flow metrics
[power_and_ir_drop]
power_frac_seq = 0.110
swShare = 0.6160
p_per_area_nw_per_um2 = 648.2
clkPwrFrac = 0.064
intPower_mw = 2.158
p_comb_frac = 0.826
max-vdd-ir-drop_mv = 0.2846
p_sw_mw = 3.463
p_leak_nw = 3.178

[logic_synthesis]
synth_cell_types = 84
post_synth.cell_area_avg_um2 = 6.963
edf_count = 0
yosys_cells = 1122
synth_top_flop_cell = dfrtp_1
syn_area_um2 = 7812
syn_inst = 1122
synth_warnings = 1
ys_async_sr_fraction = 1.000
ys_seq_share = 0.1576
ys_chip_area_um2 = 7812
ys.flops = 49

[grt]
grt_use_total = 0.4447
antenna_found_initial = 2
grt_remaining_overflow = 0
grt_max_degree = 53
grt_first_pass_wirelength_mm = 63.83
grt_pass1_vias = 9564

[floorplanning]
num_io_pins = 34
fp_util = 0.4135
die_height_um = 141.8
std_cell_rows = 50
dieWidth_um = 141.8
core_um2 = 18890
dieArea_um2 = 20090

[setup_path]
worstPathRequired_ns = 5.99
worstSetupEndpointType = register
crit_buf_inv = 1
path_class = reg2reg
cp_max_fo = 20
cpLargestDelayFamily = AND-OR/OR-AND gates
crit_slowest_cell = o221ai_1
worst_ep_arrival_time_ns = 5.11
path_cells = inv_1 -> ha_1 -> o21ai_0 -> o221ai_1 -> nor2_1 -> o311a_1 -> a2111oi_0 -> o2111a_1 -> nor2_1
timing.critical_path.from_type = register
cp_common_cell = nor2_1
slowest_delay_ns = 0.92

[final_timing]
slew_headroom = 0.1704
min_period_over_period = 0.8493
setup_viol = 0
slew_violations = 0
tns_ns = 0
max_slew.worst_pin.slew_ns = 1.240
min_period_ns = 4.926
fin_hold_ws_ns = 0.3966
final_hold_viol_count = 0
fmax_mhz = 203.0
skew_ns = 0.01565
rsz0062_at_grt = no

[cells_and_area]
area_growth_pct = 11.00
drive_gt1_frac = 0.1056
logic_area_um2 = 6107
register_area_um2 = 1231
nFillCells = 2010

[routing]
routedWlPerCell_um = 31.22
drt_pre_antenna_iters = 5
ant_nets = 0
vias_per_cell = 7.387
drc_errors = 0
drt_first_iter_violations = 1258
wl_mm = 42.99
antenna_cells = 0
num_vias = 10170

[placed_design]
gp_congestion = 1.084
portBuffers = 33
place_hpwl_mm = 32.26

[clock_network]
cts_resized = 0
ctsHtreeMaxLevel = 2
clk_latency_ns = 0.30
cts_made_buffers = 5
clockBufferDepth = 2
cts_hold_buf = 0
cts_setup_buffers = 0
clkSlewWorstSetupHoldPaths_ns = 0.08
cts_tree = built
clock_sinks = 49
root_buffer = clkbuf_16

[flow_run]
maxCapViolCount = 0
log.warning_count = 54

[hold_path]
holdCritPathClass = reg2reg

[outcome]
status = completed
==> sequential cells by signal (all words and copies together) (netlist names) <==
name   count
bcd_a      4
bcd_d      4
bcd_b      4
bcd_c      4
temp      14
bcda       4
bcdc       4
bcdb       4
st0        1
st1        1
done       1
stcnt      4
==> per-stage QoR <==
stage,instance area (um^2),utilization,setup slack (ns),cells,power [mW]
CTS,8672,0.4590,1.221,1377,5.374
detailed placement,8496,0.4497,1.243,1369,4.988
floorplan,7812,-,1.948,1122,3.383
finish,8672,0.4590,0.8740,1377,5.621
global placement,8496,0.4497,1.185,1369,5.067
global route,8672,0.4590,0.7261,1377,5.857
==> cell type report <==
| class | instances | area share |
|---|---|---|
| flip-flops and latches | 49 | 0.1420 |
| multi-input cells | 946 | 0.7042 |
| inverters | 27 | 0.01169 |
| clock inverters | 2 | 0.004328 |
| repair buffers | 87 | 0.08426 |
| well taps | 260 | 0.03751 |
| clock buffers | 6 | 0.01601 |
==> path summary, 6_finish.rpt <==
| path | from | endpoint | slack (ns) | depth (start not counted) |
|---|---|---|---|---|
| worst max-delay path | temp[6] | temp[6] | 0.87 | 9 |
| worst min-delay path | st0 | st1 | 0.40 | 0 |
| worst max register to register | temp[6] | temp[6] | 0.87 | 9 |
| worst min register to register | st0 | st1 | 0.40 | 0 |
| max in group asynchronous | rst | st0 | 4.37 | 2 |
| min in group asynchronous | rst | bcd_c[0] | 0.97 | 2 |
==> synthesized netlist by cell type, types with 16 or more instances <==
library cell  instances  share of area
nor2_1               96          0.046
nand3_1              40          0.026
xnor2_1              20          0.022
nand2_1             109          0.052
and3_1               17          0.014
inv_1                25          0.012
dfrtp_1              45           0.14
o211ai_1             16          0.015
nor3_1               44          0.028
a211oi_1             24          0.023
ha_1                 36          0.058
o31ai_1              17          0.016
nand4_1              16          0.013
o21ai_0              87          0.056
clkbuf_1             87          0.042
a21oi_1              77          0.049
a31oi_1              28          0.022
==> placed cells by master, fill, tap and decap left out, types with 7 or more instances in the layout <==
master           instances
dfrtp_1                 45
and2_1                  11
ha_1                    36
nor2b_1                 13
nor3_1                  44
a21o_1                  13
nor2_1                  96
nand3_1                 40
mux2_2                  13
and3_1                  17
mux2i_1                  7
o22ai_1                 10
or2_2                   11
buf_4                   54
o21a_1                  12
a221oi_1                 9
a311oi_1                 7
xnor2_1                 20
or3_1                   13
inv_1                   25
o2111ai_1                9
o311ai_0                 7
or3b_2                   8
a211oi_1                24
o21ai_0                 86
nor4_1                  12
o31a_1                   7
o221ai_1                11
a21oi_1                 77
a31oi_1                 28
o211ai_1                16
nand4_1                 16
o31ai_1                 17
clkdlybuf4s50_1         32
nand2_1                109
==> worst register-to-register path, delay by kind of cell (launching register included) <==
| kind | cells | cell delay, ns |
|---|---|---|
| adder cells (fa/ha/maj) | 1 | 0.77 |
| buffers and inverters | 1 | 0.63 |
| AND-OR/OR-AND | 5 | 2.83 |
| AND/OR/NAND/NOR | 2 | 0.19 |
| flip-flops | 1 | 0.38 |
==> power by group through the flow <==
stage | registers, mW | logic [mW] | clock network, mW
CTS | 0.613 | 4.39 | 0.367
global route | 0.635 | 4.85 | 0.373
finish | 0.618 | 4.65 | 0.358
==> layer usage <==
layer / part of all wire / global-route usage
met2: 0.43 / 0.6627
met4: 0.080 / 0.2598
met1: 0.38 / 0.5782
met3: 0.12 / 0.1251
met5: 0.00030 / 0
==> cells by family after synthesis <==
logic type | after synthesis | share of synthesized area
flip-flops | 49 | 0.1576
AND-OR/OR-AND | 433 | 0.3860
adder cells (fa/ha/maj) | 36 | 0.05766
XOR/XNOR | 22 | 0.02466
AND/OR/NAND/NOR | 435 | 0.2846
multiplexers | 20 | 0.02771
buffers and inverters | 127 | 0.06182
Power figures rest on the tool's default switching activity, not on a simulated workload.
