File: design/flow/config.mk
export PLATFORM = sky130hd
export DESIGN_NAME = gen_clk
export DESIGN_NICKNAME = gen_clk
export VERILOG_FILES = /design/flow/design.v
export SDC_FILE = /design/flow/constraint.sdc
export NUM_CORES = 4
export LEC_CHECK = 1
export CORE_AREA = 10 10 107 107
export DIE_AREA = 0 0 117 117
File: design/flow/constraint.sdc
current_design gen_clk

set clk_period 4.7
set clk_io_pct 0.2

create_clock -name clk0 -period $clk_period [get_ports {clk}]

set non_clock_inputs [all_inputs -no_clocks]
set_input_delay [expr $clk_period * $clk_io_pct] -clock clk0 $non_clock_inputs
set_output_delay [expr $clk_period * $clk_io_pct] -clock clk0 [all_outputs]
File: design/flow/design.v
module gen_clk(
    input clk,
    input rst,
    output reg clk_div
);
    integer i;
    parameter div_num = 5;  
    always @(posedge clk) begin
        if(rst) begin
            i<=0;
            clk_div<=0;
        end
        else begin
            if(i < div_num-1) begin
                i = i+1;
            end else begin
                i=0;
                clk_div = ~clk_div;
            end
        end
    end
endmodule
File: design/flow/run.sh
#!/bin/bash
# OpenROAD 26Q1-2900-gdf79404cd8, Yosys 0.63+post, stock flow scripts
make -C /OpenROAD-flow-scripts/flow DESIGN_CONFIG=/design/flow/config.mk WORK_HOME=/design/flow/orfs finish
==> summary.txt <==
Purpose: to document the outcome of synthesis and place and route.

Yosys
The number of different library cells used by synthesis comes to 32. The number of synthesized flops with an enable pin is 0. Counting the warning lines in the Yosys log gives 1. The most used flip-flop cell after synthesis is dfxtp_1. The fraction of registers with async set or reset after synthesis is 0%. Summing the sequential cell areas from Yosys gives 40.00% of the chip area. In this run, synthesis produced a sequential element count of 33.

The number of cells produced by synthesis is 186. The synth_stat.txt file lists the number of cells as 186. The average instance in the mapped netlist occupies 8.879 µm². The chip area line in the Yosys stat output reads between 0.0015 and 0.002 mm².

The netlist area before placement is 0.001652 mm².

Critical path
Looking at the critical path, the highest net fanout was 17. Per the timing report, the most critical flop-to-flop path originates at i[8]. The sort of element at the end of the critical path is a flip-flop. The worst stage delay on the critical path is 0.79 ns. The data arrival time of the critical path is 2.49 ns. The OpenROAD report gives the critical path a required time of a little under 5 ns. Per STA, the library cell used most along the worst path is or4_1.

The critical path goes through nand4_4, or4_1, or4_1, a211oi_1. The worst setup path startpoint is i[8]. STA classifies the critical path startpoint as a flip-flop. For this design, the slowest cell found on the critical path is or4_1. By startpoint and endpoint, the worst setup path is classified as reg -> reg.

STA
The relative max-transition margin is 49.84%. The number of hold-slack violations in the final timing report is 0. The routed design could run at a clock period as short as 2.293 ns.

The pin closest to its max-slew limit shows a slew of about 0.75 ns. The accumulated negative setup slack is 0 ns. Based on the critical path, the design can be clocked at up to 436.0 MHz. The final period utilization is just under 50%. The number of slew-limit violations in the final report is 0. The slack of the critical path is 2.407 ns. The setup skew after layout is about 0.0052 ns. The last timing report of the flow puts the setup violation total at 0. Setup repair after global routing left no endpoint under its margin.

Worst hold path
The start point of the worst min-delay path is i[31]. The path class of the tightest hold or removal check is reg -> reg.

Die
According to the floorplan report, the total die area is 0.01369 mm². The count of standard-cell rows is 35. Once the floorplan was initialized, standard cells occupied between 15 and 20% of the core. The die is approximately 120 µm tall. The die width is approximately 120 µm. In this run the standard cell core region covers between 0.009 and 0.01 mm². The I/O pin count is 3.

Cells and area
The fraction of layout instances using a drive strength above 1 is 8.197%. The post-layout instance area is 0.001868 mm². The end-of-flow core utilization is 20.31%. The register area is around 660 µm². The count of fill cells added during filler insertion is 1010. The area of the multi-input gates is 913.4 µm².

The area added between synthesis and finish is 13.11%.

Global routing
The first global-routing pass estimated 5996 µm of wire. Total global-route track usage over all layers is 5.307%. Per the GRT congestion report, total overflow comes to 0. The via count of the first global-routing pass is roughly 1200.

The initial antenna violation count is 0. Entering global routing, the biggest net connects 35 pins.

Clocking
The clock-pin slew on the worst setup and hold paths is 0.07 ns. The clock tree root driver cell is clkbuf_8. The clock latency at the later pin of the worst-skew pair is between 0.2 and 0.3 ns. The number of buffers inserted during clock tree synthesis is 5. The count of hold buffers inserted by post-cts repair is 0. Counting along the longest clock path gives a buffer depth of 2. After clock tree synthesis, the setup repair step added 0 buffers. The post-cts gate resize count is 0. The number of H-tree levels is 2. The clock tree has to reach 33 sinks.

TritonCTS built the clock tree.

Status
The run finished with clean final reports.

Placed design
The half-perimeter wire length after detailed placement is 2226 µm. The pre-CTS setup check shows a worst slack of around 2.4 ns. As logged by OpenROAD, the buffers inserted on ports number 2. Per the detailed placement report, the placed cell area equals 0.001767 mm².

The routability congestion estimate from global placement is 0.8438.

Pwr
IR analysis of the VDD net gives a maximum drop of between 0.15 and 0.2 mV. Summed over all cells, the static leakage comes to 0.5081 nW. The power density of the placed cells is 296.5 mW/mm². Total power for the finished layout comes to 554.0 µW.

Detailed routing
The first routing iteration left 84 violations. The final route contains 1373 vias. The detailed-routing iteration count for the pre-antenna-repair pass is 4. TritonRoute output was used to compute an average wire per cell of 11.96 µm. Per the post-route antenna check, the number of violating nets is 0.

The routed design has 3515 µm of wire. The antenna diode count is 0. Dividing the detail-routed via count by the number of cells gives 4.670.

In the routed design, unresolved DRC markers number 0.

Run
The number of warnings reported in the stage logs is 25. The number of maximum-capacitance violations recorded for the run is 0.
[cell usage after synthesis (2+ instances only)]
cell type   n  area (µm²)
dfxtp_1    33       660.6
nand4_1     7       43.79
clkbuf_1   11       41.29
or4_1      13       97.59
nor4_1     10       62.56
o21ai_1     2       10.01
nand2_1    10       37.54
nor2_1      2       7.510
nor3_1     21       105.1
a211oi_1   13       97.59
nor3b_1     2       15.01
inv_1       5       18.77
xor2_1      7       61.31
nand3_1    10       50.05
xnor2_1     8       70.07
o31ai_1    10       75.07
buf_2       2       10.01
or3_1       2       12.51
and4_1      5       43.79
[flip-flops by register name, summed over array words and instances (netlist names)]
register and count:
clk_div 1, i 32
[cell type report]
class	instances	share of cell area (%)
Clock buffer	7	5.157
Clock inverter	1	0.2679
Inverter	5	1.005
Timing Repair Buffer	4	1.875
Tap cell	111	7.435
Multi-Input combinational cell	133	48.89
Sequential cell	33	35.37
[power by group]
group / switching [mW] / internal, mW / total, mW
logic: 0.0171 / 0.0108 / 0.0279
clock network: 0.104 / 0.132 / 0.237
registers: 0.00530 / 0.284 / 0.289
[kinds of logic after synthesis]
logic type / share of synthesized area [%]
AOI/OAI and AO/OA: 13.33
xor gates and xnor gates: 7.955
adders and majority gates: 0.7575
buffers and inverters: 5.151
DFF: 40.00
muxes: 0.6818
and+or+nand+nor: 32.12
[path summary, 6_finish.rpt]
| kind | to | slack, ns | cells after the start |
|---|---|---|---|
| setup reg to reg | i[29] | 2.41 | 4 |
| hold / removal | i[31] | 0.50 | 1 |
| hold reg to reg | i[31] | 0.50 | 1 |
| setup / recovery | i[29] | 2.41 | 4 |
[layout by cell type (no fill, tap or decap), types with 2 or more instances in the layout]
cell type / Yosys / final
dfxtp_1: 33 / 33
nor3_1: 21 / 21
or4_1: 13 / 13
a211oi_1: 13 / 13
nor4_1: 10 / 10
nand3_1: 10 / 10
nand2_1: 10 / 10
o31ai_1: 10 / 10
xnor2_1: 8 / 8
nand4_1: 7 / 7
xor2_1: 7 / 7
clkbuf_8: 0 / 7
and4_1: 5 / 5
inv_1: 5 / 5
nor3b_1: 2 / 2
o21ai_1: 2 / 2
or3_1: 2 / 2
nor2_1: 2 / 2
clkdlybuf4s50_1: 0 / 2
buf_4: 0 / 2
[layer usage]
metal  global-route usage [%]  vias up  part of all wire [%]
met2                    7.312       17                    42
met5                        0        -                     0
met4                   0.6590        0                   1.4
met1                    7.933      641                    52
met3                    1.961        4                   4.1
li1                         -      711                     -
[worst max-delay path, delay by kind of cell (launching register included)]
kind	cells	cell delay [ns]
AND-OR/OR-AND	1	0.24
flip-flops	1	0.50
AND/OR/NAND/NOR	3	1.46
[through the flow]
| stage | hold slack (ns) | cells |
|---|---|---|
| 2_1_floorplan | 0.4572 | 186 |
| 3_3_place_gp | 0.4856 | 286 |
| 3_5_place_dp | 0.4945 | 286 |
| 4_1_cts | 0.5007 | 294 |
| 5_1_grt | 0.5088 | 294 |
| 6_report | 0.4983 | 294 |
Power and IR drop assume default switching activity.
